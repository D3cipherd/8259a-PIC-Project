==> config.mk <==
export PLATFORM = sky130hd
export DESIGN_NAME = PriorityResolver
export DESIGN_NICKNAME = PriorityResolver
export VERILOG_FILES = /design/flow/design.v
export SDC_FILE = /design/flow/constraint.sdc
export NUM_CORES = 4
export LEC_CHECK = 1
export CORE_AREA = 10 10 92 92
export DIE_AREA = 0 0 102 102
==> constraint.sdc <==
current_design PriorityResolver

set clk_period 5.1
set clk_io_pct 0.2

create_clock -name clk0 -period $clk_period

set non_clock_inputs [all_inputs -no_clocks]
set_input_delay [expr $clk_period * $clk_io_pct] -clock clk0 $non_clock_inputs
set_output_delay [expr $clk_period * $clk_io_pct] -clock clk0 [all_outputs]
==> design.v <==
module PriorityResolver(
  input wire [2:0] priority_rotate,
  input wire [7:0] interrupt_mask,
  input wire [7:0] interrupt_req_reg,
  input wire [7:0] in_service_register,
  output wire [7:0] interrupt
);
  function  [7:0] rotate(input [7:0] register, input [2:0] rotate_no);
      case (rotate_no)
          3'b000:  rotate = { register[0], register[7:1]}; 
          3'b001:  rotate = { register[1:0], register[7:2]};
          3'b010:  rotate = { register[2:0], register[7:3]};
          3'b011:  rotate = { register[3:0], register[7:4]};
          3'b100:  rotate = { register[4:0], register[7:5]};
          3'b101:  rotate = { register[5:0], register[7:6]};
          3'b110:  rotate = { register[6:0], register[7]};
          3'b111:  rotate = register;
          default: rotate = register;
          endcase
  endfunction
  function  [7:0] un_rotate(input [7:0] register, input [2:0] rotate_no);
      case (rotate_no)
          3'b000:  un_rotate = { register[6:0], register[7]}; 
          3'b001:  un_rotate = { register[5:0], register[7:6]};
          3'b010:  un_rotate = { register[4:0], register[7:5]};
          3'b011:  un_rotate = { register[3:0], register[7:4]};
          3'b100:  un_rotate = { register[2:0], register[7:3]};
          3'b101:  un_rotate = { register[1:0], register[7:2]};
          3'b110:  un_rotate = { register[0],   register[7:1]};
          3'b111:  un_rotate = register;
          default: un_rotate = register;
          endcase
  endfunction
function  [7:0] priority_resolve(input [7:0] register);
    if      (register[0] == 1'b1)        priority_resolve = 8'b00000001;
    else if (register[1] == 1'b1)        priority_resolve = 8'b00000010;
    else if (register[2] == 1'b1)        priority_resolve = 8'b00000100;
    else if (register[3] == 1'b1)        priority_resolve = 8'b00001000;
    else if (register[4] == 1'b1)        priority_resolve = 8'b00010000;
    else if (register[5] == 1'b1)        priority_resolve = 8'b00100000;
    else if (register[6] == 1'b1)        priority_resolve = 8'b01000000;
    else if (register[7] == 1'b1)        priority_resolve = 8'b10000000;
    else                                 priority_resolve = 8'b00000000;
endfunction
  wire [7:0] masked_interrupt_req_reg;
  wire [7:0] masked_in_service_register;
  assign masked_interrupt_req_reg = interrupt_req_reg & ~interrupt_mask;
  assign masked_in_service_register = in_service_register & ~interrupt_mask;
  wire [7:0] rotated_interrupt_request;
  wire [7:0] rotated_interrupt;
  wire [7:0] rotated_in_service;
  reg [7:0] in_service_priority_mask;
  assign rotated_interrupt_request = rotate(masked_interrupt_req_reg, priority_rotate);
  assign rotated_in_service = rotate(in_service_register,priority_rotate);
  always@(rotated_in_service) begin
    if      (rotated_in_service[0] == 1'b1) in_service_priority_mask = 8'b00000000;
    else if (rotated_in_service[1] == 1'b1) in_service_priority_mask = 8'b00000001; 
    else if (rotated_in_service[2] == 1'b1) in_service_priority_mask = 8'b00000011; 
    else if (rotated_in_service[3] == 1'b1) in_service_priority_mask = 8'b00000111; 
    else if (rotated_in_service[4] == 1'b1) in_service_priority_mask = 8'b00001111; 
    else if (rotated_in_service[5] == 1'b1) in_service_priority_mask = 8'b00011111; 
    else if (rotated_in_service[6] == 1'b1) in_service_priority_mask = 8'b00111111; 
    else if (rotated_in_service[7] == 1'b1) in_service_priority_mask = 8'b01111111; 
    else                                    in_service_priority_mask = 8'b11111111;
  end
  assign rotated_interrupt = priority_resolve(rotated_interrupt_request) & in_service_priority_mask;
  assign interrupt = un_rotate(rotated_interrupt, priority_rotate);
endmodule
==> run.sh <==
#!/bin/bash
# OpenROAD 26Q1-2900-gdf79404cd8, Yosys 0.63+post, stock flow scripts
make -C /OpenROAD-flow-scripts/flow DESIGN_CONFIG=/design/flow/config.mk WORK_HOME=/design/flow/orfs finish
==> GITHUB_STEP_SUMMARY <==
## Synthesis and layout report

| Metric | Value |
|---|---|
| Largest net degree at the start of global routing | 30 |
| Max Cap Viol | 0 |
| Gr usage total | 15.2% |
| Cycle use final | a little over nine tenths |
| Initial antenna violation count | 0 |
| Normalized max-slew margin | 73.9% |
| Post-Layout Cell Count | 446 |
| Yosys Chip Area | 1810 um2 |
| Reg power frac | 0% |
| Hold Path Class | in -> out |
| Logic gate share of total power | 100.0% |
| Synth Seq Share | 0% |
| Max Freq | 199 MHz |
| Vias | 2708 |
| Post-Syn Area | 1810 um2 |
| Highest routed layer | met4 |
| Final Hold Fails | 0 |
| DP Wirelength | 6.58 mm |
| Final Max Slew Viols | 0 |
| Sw Ratio | 49.8% |
| RSZ-0062 raised after global routing | yes |
| Internal | 134 uW |
| FP Util | 28.0% |
| Critical Path Sink Type | primary output |
| Syn Inst Count | ~270 |
| Input/output buffers | 35 |
| RePlAce Congestion | approximately 1.1 |
| Worst EP required | 4.08 ns |
| Final setup fails | 0 |
| Max VDD drop | between 0.00004 and 0.00005 V |
| Clock share of power | 0% |
| Clock buffer count | 0 |
| Detailed Route Iter0 Violations | between 200 and 300 |
| I/O pin total | 35 |
| Hold WS | between 2 and 3 ns |
| Hold Path Cell Cnt | 4 |
| Sw power | between 100 and 150 uW |
| First-pass GRT wire length | 13.0 mm |
| Synth warn | 1 |
| WS Path Type | in -> out |
| Maximum fanout along the worst path | 4 |
| Detail Route Antenna Nets | 0 |
| Met1 WL | 3.48 mm |
| Core box area | 6460 um2 |
| WL met2 | 3.95 mm |
| Yosys cell count | approximately 270 |
| Synth cell types | roughly 56 |
| Vias per cell | 6.07 |
| N_diodes | 0 |
| FP Rows | 29 |
| Status | finished, final reports clean |
| Cells after DPL | 444 |
| FF+latch area | 0 um2 |
| DP Worst Slack | -0.188 ns |
| Flop count | 0 |
| Cell Pwr Density | 89.3 nW/um2 |
| CP arrival | approximately 4 ns |
| Layout cell share with drive strength beyond 1 | 33.1% |
| DR WL/cell | between 15 and 20 um |
| Leakage power | roughly 0.0014 uW |
| WL final | 8.30 mm |
| DRC | 0 |
| Routed met3 length | ~650 um |
| Log Warnings | 34 |
| Syn avg cell area | about 6.7 um2 |
| DIE HEIGHT | 102 um |
| Pre-antenna DRT Iters | 5 |
| Layout area overhead | 64.9% |
| Die Width | just over 100 um |
| Startpoint types | input pin |
| Die area | 10400 um2 |
| Final Core Density | 46.2% |
| Worst-Margin Slew | 0.391 ns |
| Final worst-path setup slack | 0.0808 ns |
| Grt total ovfl | 0 |
| Minimum clock period | 5.02 ns |
| Vias in the first global route | 2581 |
[area by class of cell]
cell class	count	area, um2
Timing Repair Buffer	122	1090
Tap cell	77	96.3
Multi-Input combinational cell	239	1760
Inverter	8	30.0
Fill cell	632	3480
[worst max-delay path, stage by stage]
cell and delay (ns):
clkdlybuf4s50_1 0.48, buf_4 0.19, a21oi_1 0.15, a211oi_1 0.07, a211o_1 0.28, nor4_1 0.31, o211a_1 0.26, nand4_1 0.21
or2_1 0.29, o31ai_1 0.08, a22o_1 0.19, clkdlybuf4s50_1 0.46
[power by group through the flow]
stage	combinational (uW)	clock [uW]	sequential, uW
4_1_cts	251	0	0
5_1_grt	285	0	0
6_report	266	0	0
[final timing paths]
| check | from | endpoint | slack, ns |
|---|---|---|---|
| setup / recovery | in_service_register[0] | interrupt[4] | 0.08 |
| hold / removal | priority_rotate[1] | interrupt[2] | 2.68 |
[kinds of logic (layout without fill, tap and decap cells)]
kind of cell / count (synthesis) / after routing / share of synthesized area [%]
AND-OR/OR-AND: 118 / 118 / 47.5
buffers and inverters: 30 / 130 / 8.24
multiplexers: 20 / 20 / 13.9
AND/OR/NAND/NOR: 101 / 101 / 30.3
[what timing repair did]
item | in CTS | in global routing
setup buffers | 0 | 1
gates cloned | 0 | 1
pin swaps | 3 | 13
endpoints found under the setup margin | 8 | 8
hold buffers | 0 | 0
gates resized | 7 | 36
[per-stage QoR]
stage	setup TNS (ns)	power, uW	instance area [um2]
final	0	266	2980
after floorplan	0	126	1810
after global routing	-0.0587	285	2980
after CTS	-0.113	251	2820
after global placement	-0.797	249	2800
after detailed placement	-0.999	248	2800
[cells in the mapped netlist (4+ instances only)]
| master | n | area [um2] |
|---|---|---|
| a21oi_1 | 25 | 125 |
| nand2_1 | 23 | 86.3 |
| mux2i_1 | 15 | 150 |
| nor2_1 | 15 | 56.3 |
| nand2b_1 | 13 | 81.3 |
| o21ai_0 | 13 | 65.1 |
| clkbuf_1 | 10 | 37.5 |
| nor2b_1 | 10 | 62.6 |
| a211oi_1 | 8 | 60.1 |
| o22ai_1 | 8 | 50.1 |
| nand3b_1 | 7 | 52.6 |
| o211ai_1 | 7 | 52.6 |
| buf_4 | 6 | 45.0 |
| inv_1 | 6 | 22.5 |
| nand3_1 | 6 | 30.0 |
| nor3_1 | 6 | 30.0 |
| o32ai_1 | 6 | 52.6 |
| a21o_1 | 5 | 37.5 |
| a221oi_1 | 5 | 43.8 |
| buf_2 | 5 | 25.0 |
| a211o_1 | 4 | 35.0 |
| a22o_1 | 4 | 35.0 |
| a22oi_1 | 4 | 30.0 |
| a32oi_1 | 4 | 35.0 |
| mux4_2 | 4 | 90.1 |
[layer usage]
metal  vias up  global-route usage, %
met5         -                      0
li1       1268                      -
met3        26                   2.18
met1      1243                   19.7
met2       171                   25.9
met4         0                   4.01
[cells in the final DEF (no fill, tap or decap), types with 11 or more instances in the layout]
master            n
buf_4            81
nand2_1          23
o21ai_0          11
nand2b_1         12
a21oi_1          24
clkdlybuf4s50_1  17
mux2i_1          13
dlymetal6s2s_1   15
nor2_1           15
Power and IR drop assume default switching activity.
