`flow/run.sh`:
```
#!/bin/bash
# OpenROAD 26Q1-2900-gdf79404cd8, Yosys 0.63+post, stock flow scripts
make -C /OpenROAD-flow-scripts/flow DESIGN_CONFIG=/design/flow/config.mk WORK_HOME=/design/flow/orfs finish
```
`flow/config.mk`:
```
export PLATFORM = sky130hd
export DESIGN_NAME = Data_Bus
export DESIGN_NICKNAME = Data_Bus
export VERILOG_FILES = /design/flow/design.v
export SDC_FILE = /design/flow/constraint.sdc
export NUM_CORES = 4
export LEC_CHECK = 1
export CORE_AREA = 10 10 70 70
export DIE_AREA = 0 0 80 80
```
`flow/constraint.sdc`:
```
current_design Data_Bus

set clk_period 1.7
set clk_io_pct 0.2

create_clock -name clk0 -period $clk_period [get_ports {clk}]

set non_clock_inputs [all_inputs -no_clocks]
set_input_delay [expr $clk_period * $clk_io_pct] -clock clk0 $non_clock_inputs
set_output_delay [expr $clk_period * $clk_io_pct] -clock clk0 [all_outputs]
```
`flow/design.v`:
```
module Data_Bus (
    input   wire           clk,
    input   wire           reset,
    input   wire           CS_n,
    input   wire           RD_n,
    input   wire           WR_n,
    input   wire           A0,
    input   wire   [7:0]   data_in,
    output  reg    [7:0]   internal_bus,
    output  wire           ICW_1,
    output  wire           ICW_2_4,
    output  wire           OCW_1,
    output  wire           OCW_2,
    output  wire           OCW_3,
    output  wire           read
);
    reg   stable_A0;
    reg prev_WR_n;
    wire write_flag;
    always@(negedge clk, posedge reset) begin
        if (reset)
            internal_bus <= 8'b00000000;
        else if (~WR_n & ~CS_n)
            internal_bus <= data_in;
        else
            internal_bus <= internal_bus;
    end
    always@(negedge clk, posedge reset) begin
        if (reset)
            prev_WR_n <= 1'b1;
        else if (CS_n)
            prev_WR_n <= 1'b1;
        else
            prev_WR_n <= WR_n;
    end
    assign write_flag = ~prev_WR_n & WR_n;
    always@(negedge clk, posedge reset) begin
        if (reset)
            stable_A0 <= 1'b0;
        else
            stable_A0 <= A0;
    end
    assign ICW_1   = write_flag & ~stable_A0 & internal_bus[4];
    assign ICW_2_4 = write_flag & stable_A0;
    assign OCW_1   = write_flag & stable_A0;
    assign OCW_2   = write_flag & ~stable_A0 & ~internal_bus[4] & ~internal_bus[3];
    assign OCW_3   = write_flag & ~stable_A0 & ~internal_bus[4] & internal_bus[3];
    assign read = ~RD_n  & ~CS_n;
endmodule
```
==> summary.txt <==
The synthesis and place-and-route flow finished, so here is a summary.

The flow ran to the end, but the final reports show violations. The final reports fail on negative setup slack. The launching element of the worst setup path is prev_WR_n. The CTS buffer count came out at 3. For this block, the initial DRC count from the detailed router was 1. Counting flops and latches in the post-synthesis netlist gives 10. The average instance in the mapped netlist occupies 13.7 µm².

The number of vias per cell after detailed routing is 3.19. The top fanout value on the critical path came out at 4. The die boundary height came out at 80 µm. Looking at the clock tree report, the root buffer type is sky130_fd_sc_hd__clkbuf_4. The kind of cell with the highest combined delay along the critical path is simple AND/OR/NAND/NOR gates. The relative area change from synthesis to final layout came out at 118%. The setup path with the least slack is of type register to output pin. The via count of the first global-routing pass came out at roughly 430.

The horizontal die size came out at 80 µm. The transition time at the pin with the least slew margin came out at roughly 180 ps. The post-CTS clock slew at the launch and capture registers of the worst setup and hold paths is 50 ps.

The number of instances in the synthesized netlist is 30. The multi-input combinational cell area is 209 µm². Prior to clock tree synthesis, the placed netlist has a worst setup slack of -780 ps. According to the hold report, the worst path is of the register to register type. The total via count in the routed design is 373. For this run, the total global-route usage over all layers was measured as 0.0427. The sequential cell area came out at 251 µm². STA classifies the critical path endpoint as an output pin. The headroom to the max-slew limit came out at 0.880. Setup repair after global routing could not meet its margin everywhere. The total clock sinks is 10.

28 I/O pins were placed. The required arrival time at the worst endpoint is 1360 ps. Per the CTS log, the maximum H-tree level is 1.

The reported leakage power came out at about 0.45 nW. The starting density of the core is 0.121. The initial antenna violation count came out at 0.

The register area share after synthesis is 0.611. The number of antenna cells inserted came out at 0. The critical hold path startpoint is internal_bus[6]. The count of tool warnings is 29. Looking at the critical path, the single cell with the biggest stage delay is sky130_fd_sc_hd__dfstp_2. After detailed routing, the number of remaining DRC violations is 0. Yosys stat counts 30 cells in the synthesized netlist. The max-cap violation count is 0. The most common logic cell in the routed design is sky130_fd_sc_hd__buf_2. The number of filler cells placed in the layout came out at approximately 360. Per the final layout report, the fraction of cells sized above drive strength 1 comes to 0.620. The wire length of the first global-routing pass came out at 2150 µm. The number of buffers and inverters on the critical path came out at 1. Global routing finished with a remaining overflow of 0.

The post-synthesis cell type count is 11. After legalization and detailed placement, the total HPWL measured approximately 1000 µm. The CTS tree is built. For the final database, setup skew stands at 0 ps. The final max-slew violation count recorded for this run is 0. The detailed-router iteration count before antenna repair is 2.

The quantity of I/O buffers inserted on ports came out at 27. The count of standard-cell rows came out at 21. The largest net degree at the start of global routing is 7. The post-detailed-routing wire length is 1290 µm. The number of hold violations in the final report came out at 0. According to the floorplan report, the placeable core area is 3420 µm².

The worst voltage drop across the vdd grid came out at 443 µV. The total standard cell area after synthesis is 412 µm². The final-layout worst hold slack is 450 ps.

The Yosys warning count came out at 1. The detail-routed net length per standard cell is 11.0 µm. Per the CTS log, the buffer count on the longest clock path is 2.

STA classifies the critical path startpoint as a register. The worst-case setup margin in the final layout is -646 ps. The arrival time reported for the critical path endpoint came out at 2010 ps. The chip area line of the yosys report is slightly above 400 µm². The area of the die is 6400 µm².

The power per cell area came out at 730 nW/µm². The insertion delay to the later sink of the worst-skew pair came out at approximately 270 ps. The startpoint identified for the worst register-to-register timing path is internal_bus[4]. The delay of the slowest critical-path stage came out at 350 ps. The signal on the critical path passes through nand2b_4 -> nor4b_2 -> buf_2. The count of antenna-violating nets left after detailed routing came out at 0.

The library cells used most frequently in the layout, excluding fill and tap cells, are sky130_fd_sc_hd__buf_2, sky130_fd_sc_hd__clkdlybuf4s50_1, sky130_fd_sc_hd__dfrtn_1. The final setup violation count came out at 21. The congestion estimate from routability-driven global placement came to 0.671.
[cells by family after synthesis]
kind of cell / count (synthesis) / share of synthesized area
multiplexers: 8 / 0.219
buffers and inverters: 5 / 0.0547
AND/OR/NAND/NOR: 7 / 0.116
flip-flops: 10 / 0.611
[through the flow]
step	total power [W]	setup TNS, ps	util	cell area, µm²	std cells
global route	0.000708	-6540	0.263	897	117
detailed placement	0.000475	-12640	0.239	816	108
finish	0.000655	-5730	0.263	897	117
global placement	0.000474	-12620	0.239	816	108
floorplan	0.000346	-2510	-	438	30
CTS	0.000685	-6790	0.269	920	119
[worst paths after layout]
check / slack [ps] / depth (start not counted) / endpoint
min reg2reg: 450 / 1 / internal_bus[6]
max: -650 / 3 / OCW_3
min: 450 / 1 / internal_bus[6]
max reg2reg: 800 / 2 / internal_bus[4]
max in group asynchronous: 420 / 3 / internal_bus[7]
min in group asynchronous: 1110 / 3 / stable_A0
[cells in the mapped netlist]
library cell               number  area share
sky130_fd_sc_hd__dfrtn_1        9        0.55
sky130_fd_sc_hd__nor4_1         1       0.015
sky130_fd_sc_hd__nor3b_1        1       0.018
sky130_fd_sc_hd__inv_1          4       0.036
sky130_fd_sc_hd__nand2b_1       1       0.015
sky130_fd_sc_hd__nor2_4         1       0.027
sky130_fd_sc_hd__nor4b_1        1       0.021
sky130_fd_sc_hd__buf_4          1       0.018
sky130_fd_sc_hd__mux2_2         8        0.22
sky130_fd_sc_hd__dfstp_2        1       0.064
sky130_fd_sc_hd__nor2_1         2       0.018
[sequential cells by signal, summed over array words and instances (netlist names)]
name          count
prev_WR_n         1
stable_A0         1
internal_bus      8
[what timing repair did]
| item | 4_1_cts | 5_1_grt |
|---|---|---|
| pin swaps | 5 | 3 |
| gates resized | 66 | 6 |
| cloned | 1 | 0 |
| hold buffers | 0 | 0 |
| endpoints found under the setup margin | 23 | 22 |
| buffers inserted | 6 | 3 |
[layout make-up]
| type | count | area share |
|---|---|---|
| clock buffers | 4 | 0.0293 |
| clock inverters | 1 | 0.00418 |
| inverters | 3 | 0.0126 |
| multi-input cells | 15 | 0.233 |
| flip-flops and latches | 10 | 0.280 |
| well taps | 46 | 0.0642 |
| repair buffers | 38 | 0.377 |
[where the power goes]
group	internal, W	total [W]	switching [W]
Clock	0.0000934	0.000171	0.0000777
Combinational	0.000140	0.000194	0.0000537
Sequential	0.000273	0.000290	0.0000165
[layer usage]
| layer | vias up | track usage | part of all wire |
|---|---|---|---|
| li1 | 182 | - | - |
| met1 | 169 | 0.0531 | 0.41 |
| met2 | 22 | 0.0594 | 0.42 |
| met3 | 0 | 0.0341 | 0.17 |
| met4 | 0 | 0.00176 | 0 |
| met5 | - | 0 | 0 |
Power figures rest on the tool's default switching activity, not on a simulated workload.
